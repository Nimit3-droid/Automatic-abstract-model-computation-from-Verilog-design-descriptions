==> flow/run.sh <==
#!/bin/bash
# OpenROAD 26Q1-2900-gdf79404cd8, Yosys 0.63+post, stock flow scripts
make -C /OpenROAD-flow-scripts/flow DESIGN_CONFIG=/design/flow/config.mk WORK_HOME=/design/flow/orfs finish
==> flow/config.mk <==
export PLATFORM = sky130hd
export DESIGN_NAME = adder32
export DESIGN_NICKNAME = adder32
export VERILOG_FILES = /design/flow/design.v
export SDC_FILE = /design/flow/constraint.sdc
export NUM_CORES = 4
export LEC_CHECK = 1
export CORE_AREA = 10 10 109 109
export DIE_AREA = 0 0 119 119
==> flow/constraint.sdc <==
current_design adder32

set clk_period 30.3
set clk_io_pct 0.2

create_clock -name clk0 -period $clk_period

set non_clock_inputs [all_inputs -no_clocks]
set_input_delay [expr $clk_period * $clk_io_pct] -clock clk0 $non_clock_inputs
set_output_delay [expr $clk_period * $clk_io_pct] -clock clk0 [all_outputs]
==> flow/design.v <==
module adder32(
   result, 
   a, b
);
   input[31:0] a;
   input[31:0] b;
   output [31:0] result;
   wire [32:0] sum = {1'b0,a} + {1'b0,b};
   assign      result = sum[32] ? sum[32:1]: sum[31:0];
endmodule 
==> impl_metrics.prom <==
# HELP chip_impl_metric Flow report values
# TYPE chip_impl_metric gauge
chip_impl_info{name="run_status",value="complete, no violations"} 1
chip_impl_metric{name="postCtsHoldBufs",unit=""} 0
chip_impl_metric{name="number_of_resized_instances_in_the_post_cts_repair_step",unit=""} 0
chip_impl_metric{name="clockBufferCount",unit=""} 0
chip_impl_info{name="netlist.top_cell.by_area",value="ha_1"} 1
chip_impl_metric{name="number_of_fill_cells_in_the_layout",unit=""} 1026
chip_impl_metric{name="io_pins",unit=""} 96
chip_impl_metric{name="first_global_vias",unit=""} 2412
chip_impl_metric{name="antenna_cells_inserted",unit=""} 0
chip_impl_metric{name="power_density",unit="nW/um^2"} 26.8
chip_impl_metric{name="rows",unit=""} 36
chip_impl_metric{name="layout.sequential_cells",unit=""} 0
chip_impl_metric{name="area_growth_syn_to_layout",unit="%"} 48.1
chip_impl_metric{name="synth_adder_area_share",unit=""} 0.192
chip_impl_metric{name="core-area",unit="sq um"} 9640
chip_impl_metric{name="route.detailed.drc",unit=""} 0
chip_impl_metric{name="first_iter_violations",unit=""} 77
chip_impl_metric{name="routed_wire_length_per_instance",unit="microns"} 14.7
chip_impl_metric{name="fp.dieArea",unit="sq um"} 14200
chip_impl_info{name="crit_path_start_kind",value="primary input"} 1
chip_impl_metric{name="seqCellArea",unit="sq um"} 0
chip_impl_info{name="worst_path_max_delay_cell",value="fa_1"} 1
chip_impl_metric{name="final_count_of_negative_setup_slack_endpoints",unit=""} 0
chip_impl_metric{name="whs",unit="ns"} 13.29
chip_impl_info{name="hold_path_class",value="primary input to primary output"} 1
chip_impl_metric{name="min_delay_path_depth",unit=""} 4
chip_impl_metric{name="detailed_place_hpwl",unit="microns"} 6610
chip_impl_metric{name="timing.slew.headroom",unit=""} 0.438
chip_impl_metric{name="routed_via_density",unit=""} 4.77
chip_impl_info{name="area_leaders",value="ha_1 18%, mux2_2 14%, a21oi_1 6.4%, xnor2_1 6.4%, nor2_1 4.5%"} 1
chip_impl_metric{name="yosys.area_share.simple",unit=""} 0.189
chip_impl_metric{name="synthesis.instances",unit=""} 297
chip_impl_metric{name="yosys-stat-area",unit="sq um"} 2190
chip_impl_metric{name="postCtsSetupBuffers",unit=""} 0
chip_impl_metric{name="final.setup.tns",unit="ns"} 0
chip_impl_metric{name="synth_area_per_cell",unit="sq um"} 7.37
chip_impl_metric{name="log.warning_count",unit=""} 32
chip_impl_metric{name="ys_cells",unit=""} 297
chip_impl_metric{name="detailedRoute.firstPassIterationCount",unit=""} 6
chip_impl_metric{name="maximum_number_of_pins_on_one_net_before_global_route_repair",unit=""} 25
chip_impl_metric{name="worst_tran_pin_value",unit="ns"} 0.834
chip_impl_info{name="worstHoldStart",value="b[0]"} 1
chip_impl_metric{name="ir_worst_vdd",unit="V"} 0.0000123
chip_impl_metric{name="grt_usage",unit=""} 0.101
chip_impl_metric{name="max_cap_viol_count",unit=""} 0
chip_impl_metric{name="antenna_found_initial",unit=""} 0
chip_impl_metric{name="synthAoiAreaFrac",unit=""} 0.307
chip_impl_metric{name="fp.dieW",unit="microns"} 119
chip_impl_metric{name="worstPathMaxFanout",unit=""} 4
chip_impl_metric{name="hold_viol",unit=""} 0
chip_impl_metric{name="grt.overflow.total",unit=""} 0
chip_impl_metric{name="finalWeightedCongestion",unit=""} 0.850
chip_impl_info{name="endpoint_kind_of_the_worst_setup_timing_path",value="primary output"} 1
chip_impl_metric{name="cpPeakStageDelay",unit="ns"} 0.44
chip_impl_metric{name="port_buffers",unit=""} 96
chip_impl_metric{name="grt_first_pass_wirelength",unit="microns"} 12100
chip_impl_metric{name="drt.antenna.violating_nets",unit=""} 0
chip_impl_metric{name="floorplan.initialDensity",unit=""} 0.227
chip_impl_metric{name="critical_path_required",unit="ns"} 24.24
chip_impl_info{name="netlist.top_cell.by_instances",value="ha_1"} 1
chip_impl_metric{name="synthMuxAreaShare",unit=""} 0.153
chip_impl_info{name="worstSetupPathType",value="primary input to primary output"} 1
chip_impl_info{name="synthTopCellsByCount",value="32 x ha_1, 28 x a21oi_1, 28 x mux2_2"} 1
chip_impl_metric{name="yosys.area_share.xor_xnor",unit=""} 0.104
chip_impl_metric{name="crit_path_dat",unit="ns"} 9.76
chip_impl_info{name="crit_path_cell_trace",value="clkdlybuf4s50_1 > ha_1 > fa_1 > a211oi_2 > o21ai_0 > a211oi_1 > o21ai_0 > a21oi_1 > nor3_1 > or2_2 > xnor2_1 > mux2_2 > clkdlybuf4s50_1"} 1
chip_impl_metric{name="min_period",unit="ns"} 15.82
chip_impl_metric{name="timing_max_transition_violations_final",unit=""} 0
chip_impl_metric{name="p_leak",unit="nW"} 1.26
chip_impl_metric{name="synth_area",unit="sq um"} 2190
chip_impl_metric{name="max_freq",unit="MHz"} 63.2
chip_impl_metric{name="synthDistinctLibCells",unit=""} 53
chip_impl_metric{name="yosysTopAreaCellShare",unit=""} 0.183
chip_impl_metric{name="die.size.y",unit="microns"} 119
chip_impl_metric{name="period_used_share",unit=""} 0.522
chip_impl_metric{name="drive_gt1_frac",unit=""} 0.103
chip_impl_metric{name="routed_wirelength",unit="microns"} 7560
chip_impl_info{name="timing.hold.worst_endpoint",value="result[0]"} 1
chip_impl_info{name="grt_setup_unrepaired",value="no"} 1
chip_impl_metric{name="yosys_warnings",unit=""} 0
chip_impl_info{name="ys_top_logic_family",value="AND-OR/OR-AND gates"} 1
chip_impl_metric{name="synth-seq-area-share",unit=""} 0
chip_impl_metric{name="routed-via-count",unit=""} 2448
-- layer usage --
metal / vias to the layer above / share of wire / track usage
li1: 1286 / - / -
met1: 1104 / 0.47 / 0.133
met2: 58 / 0.49 / 0.179
met3: 0 / 0.039 / 0.0129
met4: 0 / 0 / 0.000763
met5: - / 0 / 0
-- layout make-up --
type	count	area (sq um)	share of cell area
timing repair buffer	97	968	0.299
inverter	10	37.5	0.0116
multi-input combinational	273	2070	0.639
tap	133	166	0.0513
-- power by group --
part,leakage (nW),internal [mW],switching (mW),total (mW)
Combinational,1.26,0.0519,0.0349,0.0868
Clock,0,0,0,0
Sequential,0,0,0,0
Total,1.26,0.0519,0.0349,0.0868
-- critical path: cells and delay by family --
family	cells	cell delay, ns
buffers and inverters	2	0.82
AOI/OAI and AO/OA	5	1.43
muxes	1	0.29
and+or+nand+nor	2	0.35
adders and majority gates	2	0.67
xor gates and xnor gates	1	0.14
-- logic make-up after synthesis --
group,Yosys count
simple gates,85
mux,30
fa+ha+maj,33
xor+xnor,26
buf+inv,24
compound gates,99
-- metrics by stage --
step                utilization  setup slack (ns)  total power [mW]  instance area, sq um  cells
global route              0.336             14.24            0.0956                  3240    513
finish                    0.336             14.48            0.0868                  3240    513
CTS                       0.336             14.48            0.0882                  3240    513
global placement          0.336             14.50            0.0875                  3240    513
detailed placement        0.336             14.51            0.0876                  3240    513
floorplan                     -             15.78            0.0457                  2190    297
-- cell usage in the layout, fill, tap and decap left out, drive strengths merged, types with 3 or more instances in the layout --
cell / count
o21bai: 6
o21ai: 19
nand4: 5
inv: 10
a31oi: 4
nand2b: 3
xor2: 10
a21o: 9
mux2: 28
clkdlybuf4s50: 96
nor2: 26
o21a: 9
nor2b: 4
a21oi: 29
xnor2: 16
nand2: 18
nor3: 10
nand3: 8
ha: 32
a211oi: 9
-- worst max-delay path by stage --
stage	from	endpoint	slack, ns	depth (start not counted)
finish	a[0]	result[22]	14.48	13
global route	a[0]	result[22]	14.24	13
CTS	a[0]	result[22]	14.48	13
Power is estimated from default activity; no workload was simulated.
