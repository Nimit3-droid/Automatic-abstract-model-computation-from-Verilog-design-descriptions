### ./constraint.sdc
current_design adder32_abstracted

set clk_period 8.7
set clk_io_pct 0.2

create_clock -name clk0 -period $clk_period

set non_clock_inputs [all_inputs -no_clocks]
set_input_delay [expr $clk_period * $clk_io_pct] -clock clk0 $non_clock_inputs
set_output_delay [expr $clk_period * $clk_io_pct] -clock clk0 [all_outputs]
### ./config.mk
export PLATFORM = sky130hd
export DESIGN_NAME = adder32_abstracted
export DESIGN_NICKNAME = adder32_abstracted
export VERILOG_FILES = /design/flow/design.v
export SDC_FILE = /design/flow/constraint.sdc
export NUM_CORES = 4
export LEC_CHECK = 1
export CORE_AREA = 10 10 78 78
export DIE_AREA = 0 0 88 88
### ./run.sh
#!/bin/bash
# OpenROAD 26Q1-2900-gdf79404cd8, Yosys 0.63+post, stock flow scripts
make -C /OpenROAD-flow-scripts/flow DESIGN_CONFIG=/design/flow/config.mk WORK_HOME=/design/flow/orfs finish
### ./design.v
module adder32_abstracted(
   result, 
   a, b
);
   input[15:0] a;
   input[15:0] b;
   output [15:0] result;
   wire [16:0] sum = {1'b0,a} + {1'b0,b};
   assign      result = sum[16] ? sum[16:1]: sum[15:0];
endmodule 
==> deck_impl_summary.md <==
Physical Implementation Snapshot

Status
  • Outcome: finished clean

Setup path
  • Worst EP arrival: 4.82 ns
  • CP bufs+invs: 2
  • Critical path's most frequent cell: clkdlybuf4s50_1
  • Highest-delay cell along the critical path: a2111oi_0
  • CP Max Fanout: 4
  • Startpoint Class: input pin
  • Crit path DRT: 6.96 ns
  • CP max stage delay: 0.45 ns
  • CP endpoint kind: output pin
  • CP delay by family, top: AND-OR/OR-AND gates
  • Critical path cell sequence: clkdlybuf4s50_1 > ha_1 > fa_1 > a21o_1 > a221oi_2 > nor2_2 > a2111oi_0 > a311o_1 > mux2_4 > clkdlybuf4s50_1
  • WS Path Type: input pin to output pin

Floorplan
  • FP Util: 23.02%
  • Die Width: 88 um
  • Ports: 48
  • Die outline area: 7744 sq um
  • Die Ht: 88 um
  • Row cnt: 24
  • Core Area: 4414 sq um

Global routing
  • Grt total ovfl: 0
  • Largest net degree at the start of global routing: 17
  • Number of global-route vias before repair: 1073
  • First-pass GRT wire length: 4754 um
  • Antenna violations before repair: 0
  • GRT Overall Usage: 7.133%

Place
  • Post-detail-place hpwl: 2581 um
  • Placed cells: 219
  • GPL Wtd Cong: 0.7857
  • Input/output buffers: 48

Job
  • Tool warning count: 32
  • Max cap viols: 0

Timing
  • Worst-Margin Slew: 0.5013 ns
  • Slew Limit Fails: 0
  • Relative max-transition margin: 66.51%
  • Cycle use final: 75.36%
  • Fin crit period: 6.556 ns
  • Final hold violations: 0
  • Final setup vio count: 0
  • F_max: 152.5 MHz
  • RSZ-0062 raised after global routing: no
  • Final TNS setup: 0 ns

CTS
  • Postcts setup bufs: 0
  • Post-CTS Hold Buffers: 0
  • CTS resizes: 0

Hold path
  • Worst min-delay path category: input pin to output pin

Logic synthesis
  • Xor/xnor share: 11.21%
  • Synth cell types: 43
  • Adder Share, Synth: 21.67%
  • YS warnings: 0
  • Yosys simple share: 14.41%
  • Mapped Area: 1016 sq um
  • Ys cells: 121
  • YS chip area: 1016 sq um
  • Cell count after synthesis: 121
  • Ao+oa area frac: 28.57%
  • Post-synth seq share: 0%
  • Syn Area/Cell: 8.396 sq um
  • Largest logic family: AND-OR/OR-AND gates
  • MUX share of area: 19.95%

Drt
  • DR top layer: met3
  • DRT met1 WL: 1254 um
  • Met3 wire length: 367 um
  • DRT antenna net count: 0
  • WL met2: 1231 um
  • # diodes: 0
  • DRT iter0 DRCs: 27
  • WL/cell: 13.03 um
  • Vias/cell: 4.772
  • Final wirelength: 2854 um
  • First drt pass iteration count: 4
  • Via count: 1045
  • DRC: 0

Finish
  • Reg area: 0 sq um
  • Final std cells w/o fill: 219
  • Layout area overhead: 52.46%
  • Fillers: 479
  • Clock buffer count: 0
  • Share of layout cells above drive strength 1: 13.17%
  • Flop count: 0

Power
  • PD cells: 93.98 nW/um^2
  • Total power: 0.0001456 W
  • Leak pwr: 0.6502 nW
  • Peak VDD IR: 23.27 uV
==> final cells by class <==
| cell class | count | area [sq um] | share of cell area [%] |
|---|---|---|---|
| inverter | 6 | 22.52 | 1.454 |
| multi-input combinational | 112 | 973.4 | 62.84 |
| tap | 52 | 65.06 | 4.200 |
| timing repair buffer | 49 | 488.0 | 31.50 |
==> final timing paths <==
kind | start | endpoint | slack (ns) | cells past startpoint
worst max-delay path | a[0] | result[12] | 2.14 | 10
worst min-delay path | b[0] | result[0] | 4.65 | 4
==> kinds of logic (layout without fill, tap and decap cells) <==
logic type      Yosys count  count (layout)
simple gates             27              27
fa+ha+maj                17              17
mux                      16              16
compound gates           39              39
xor+xnor                 13              13
buf+inv                   9              55
==> cell usage in the layout (no fill, tap or decap), drive strengths merged, types with 2 or more instances in the layout <==
cell / n
clkdlybuf4s50: 48
ha: 16
mux2: 13
a21oi: 11
xnor2: 7
inv: 6
xor2: 6
nand2: 5
a21o: 5
nand3: 4
o21ai: 4
nor2b: 3
nor3: 3
mux2i: 3
o21bai: 3
nor2: 3
and3: 3
o211ai: 2
a211oi: 2
a221o: 2
a31oi: 2
a221oi: 2
or2: 2
==> synth_stat cells (4+ instances only) <==
master,number,area share (%)
a21o_1,5,3.7
a21oi_1,10,4.9
ha_1,16,20
inv_1,6,2.2
mux2_2,6,6.6
mux2_4,7,10
nand2_1,5,1.8
nand3_1,4,2.0
xnor2_1,7,6.0
xor2_1,6,5.2
==> through the flow <==
| step | setup WS, ns | utilization [%] | instance area [sq um] | hold WS (ns) |
|---|---|---|---|---|
| floorplan | 3.197 | - | 1016 | 3.678 |
| global placement | 2.221 | 35.09 | 1549 | 4.652 |
| detailed placement | 2.209 | 35.09 | 1549 | 4.651 |
| CTS | 2.162 | 35.09 | 1549 | 4.661 |
| global route | 1.942 | 35.09 | 1549 | 4.691 |
| finish | 2.144 | 35.09 | 1549 | 4.650 |
==> report_power, final <==
| group | internal [W] | total (W) | switching (W) |
|---|---|---|---|
| logic | 0.0000927 | 0.000146 | 0.0000529 |
| registers | 0 | 0 | 0 |
| clock network | 0 | 0 | 0 |
==> metal layers <==
metal	vias to the layer above	GRT usage, %
li1	558	-
met1	451	9.351
met2	36	11.84
met3	0	2.339
met4	0	0
met5	-	0
Power is estimated from default activity; no workload was simulated.
